[flow/config.mk]
export PLATFORM = sky130hd
export DESIGN_NAME = Input_Wrapper
export DESIGN_NICKNAME = Input_Wrapper
export VERILOG_FILES = /design/flow/design.v
export SDC_FILE = /design/flow/constraint.sdc
export NUM_CORES = 4
export LEC_CHECK = 1
export CORE_UTILIZATION = 40
[flow/constraint.sdc]
current_design Input_Wrapper

set clk_period 2.1
set clk_io_pct 0.2

create_clock -name clk0 -period $clk_period [get_ports {clk}]

set non_clock_inputs [all_inputs -no_clocks]
set_input_delay [expr $clk_period * $clk_io_pct] -clock clk0 $non_clock_inputs
set_output_delay [expr $clk_period * $clk_io_pct] -clock clk0 [all_outputs]
[flow/design.v]
module Counter2bit (input enCnt, reset,izcnt, clk, output logic [1:0] cnt, output Co);
    assign Co = &cnt;
    always @(posedge clk or posedge reset) begin
        if (reset) cnt <= 2'b0;
        else if(izcnt) cnt <= 2'b0;
        else if (enCnt) cnt <= cnt + 1'b1;
    end
endmodule
module Dcd2to4 (input en,reset, input [1:0] in, output logic[3:0] out);
    always @(reset, en, in)begin
        out = 4'b0;
        if (reset)  out = 4'b0;
        else if(en)begin
            case(in)
                2'd0:  out = 4'b0001;
                2'd1:  out = 4'b0010;
                2'd2:  out = 4'b0100;
                2'd3:  out = 4'b1000;
                default: out = 4'b0;
            endcase
        end
        else  out = 4'b0;
    end                          
endmodule
module Register8bit (input [7:0] in, input clk, load, reset, output logic [7:0] out);
    always @(posedge clk or posedge reset) begin
        if (reset) out <= 8'b0;
        else if (load) out <= in;
    end
endmodule
module Input_Wrapper_Datapath(input encnt,izcnt,reset,load,clk, input [7:0]DataIn, 
        output [15:0] Dividend,Diviser, output Co);
    wire [1:0] cnt;
    Counter2bit counter(.enCnt(encnt), .reset(reset), .izcnt(izcnt), .clk(clk), .cnt(cnt), .Co(Co));
    wire [3:0] registers_load;
    Dcd2to4 dcd(.en(load), .reset(reset), .in(cnt), .out(registers_load));
    wire [7:0] Dividend_8bitMS, Dividend_8bitLS, Diviser_8bitMS, Diviser_8bitLS;   
    Register8bit rg1(.in(DataIn), .clk(clk), .load(registers_load[0]), .reset(reset), .out(Dividend_8bitMS));
    Register8bit rg2(.in(DataIn), .clk(clk), .load(registers_load[1]), .reset(reset), .out(Dividend_8bitLS));
    Register8bit rg3(.in(DataIn), .clk(clk), .load(registers_load[2]), .reset(reset), .out(Diviser_8bitMS));
    Register8bit rg4(.in(DataIn), .clk(clk), .load(registers_load[3]), .reset(reset), .out(Diviser_8bitLS));
    assign Dividend = {Dividend_8bitMS, Dividend_8bitLS};
    assign Diviser = {Diviser_8bitMS, Diviser_8bitLS};
endmodule
module Input_Wrapper_Controller(input ReadyForInput,StartData,Co,clk,reset,
            output logic ReadyToAccept, Start, encnt,izcnt, output load);
        typedef enum {A,B,C,D,E} states;
        states state,next_state;
        always @(posedge clk or posedge reset) begin
            if(reset) state <= A;
            else state <= next_state;
        end
        assign load = (Co || (state == B)) ? 1'b1 : 1'b0;
        always @(state, StartData, Co, ReadyForInput) begin
        {ReadyToAccept, encnt, Start, izcnt} = 0;
        case (state)
            A: begin
                next_state = StartData ? B : A;
                ReadyToAccept = 1;
            end
            B: begin
                next_state = C;
            end
            C: begin
                encnt = 1;
                next_state = Co ? D : A;
            end
            D: begin
                next_state = ReadyForInput ? E : D;
            end
            E: begin
                Start = 1;
                izcnt = 1;
                next_state = A;
            end
        endcase
    end
endmodule
module Input_Wrapper(input ReadyForInput,StartData, reset,clk, input [7:0]DataIn, 
        output [15:0] Dividend,Diviser, output ReadyToAccept, Start);
        wire encnt, izcnt, load, Co;
        Input_Wrapper_Datapath Dp(.encnt(encnt), .izcnt(izcnt), .reset(reset), .load(load), .clk(clk),
                    .DataIn(DataIn), .Dividend(Dividend), .Diviser(Diviser), .Co(Co));
        Input_Wrapper_Controller controller(.ReadyForInput(ReadyForInput), .StartData(StartData), .Co(Co), .clk(clk), .reset(reset),
         .ReadyToAccept(ReadyToAccept), .Start(Start), .encnt(encnt), .izcnt(izcnt), .load(load));
endmodule
[flow/run.sh]
#!/bin/bash
# OpenROAD 26Q1-2900-gdf79404cd8, Yosys 0.63+post, stock flow scripts
make -C /OpenROAD-flow-scripts/flow DESIGN_CONFIG=/design/flow/config.mk WORK_HOME=/design/flow/orfs finish
==> impl_metrics.toml <==
# physical design summary
[run_status]
outcome = "complete, no violations"

[placed_design]
portBuffers = 45
place_ws_ps = 199
place_congestion = 0.748
place_hpwl_microns = 2150

[synth]
yosys_area_sq_um = 1620
yosys_warnings = 4
ys_cells = 107
numSynthFlops = 40
synth_cell_types = 21
syn_avg_cell_area_sq_um = 15.1
syn-instance-count = 107
netlist_area_sq_um = 1620

[global_route]
antenna_found_initial = 0
gr-usage-all-layers = 0.163
grt_pass1_wl_microns = 5010
grt_pass1_vias = 958
grt-ovfl-total = 0
grt_start_max_net_pins = 23

[sta]
setup_viol = 0
maxSlewViolCount = 0
fin_skew_ps = 4.45
fin_ws_ps = 149
fmax_ghz = 0.513
final_hold_viol_count = 0
post-route-period-util = 0.929
whs_ps = 344
rsz0062_at_grt = "false"
unconstrained_endpoints = 6
max_slew_margin = 0.594
tightest_slew_ps = 607
unclocked_pins = 3
min_period_ps = 1950
tns_ps = 0

[critical_path]
path_depth = 2
crit_path_start_kind = "flip-flop"
r2r_end = "Dp.rg3.out[4]"
path_class = "reg -> out"
end_kind = "primary output"
path_delay_family = "flip-flops"
startpoint = "controller.state[1]"
crit_path_cell_trace = "nor3b_1, clkdlybuf4s50_1"
rr_worst_depth = 3
slowest_stage = "dfrtp_1"
crit_buf_inv = 1
critPathRequiredTime_ps = 1680
worstPathMaxFanout = 12
r2r_start = "Dp.counter.cnt[1]"
cp.arrival_ps = 1530
cp-endpoint = "Start"
slowest_delay_ps = 530
reg2reg_slack_ps = 280

[floorplanning]
coreArea_sq_um = 3770
initCoreUtil = 0.430
io_pins = 46
die_x_microns = 65.6
rows = 22
die.size.y_microns = 65.6
die-area_sq_um = 4310

[power]
power_density_nw_per_um2 = 713
leakage_nw = 0.981
peakVddDrop_mv = 0.359

[clock_tree]
cts_setup_buffers = 0
clockRootBuffer = "clkbuf_8"
hold_buffers = 0
worst_skew_pair.late_latency_ps = 280
cts_buffers = 5
cts.clk_slew.worst_paths_ps = 60
ctsLongestPathBuffers = 2
cts_max_level = 2
tritoncts = "built"

[detailed_routing]
drtIter0Drc = 39
wl_per_cell_microns = 14.6
firstDrtPassIters = 2
vias_per_cell = 4.98
wl_microns = 3020
n_antenna_cell = 0
antenna_left = 0
drcViolationCount = 0
vias = 1030

[finish]
syn_to_final_growth_pct = 38.6
layout_top_cells = "45 x clkdlybuf4s50_1, 36 x dfrtp_1, 34 x mux2_2"
lay_top_count = "clkdlybuf4s50_1"
drive_gt1_frac = 0.308

[run]
drv_cap = 0
warnings = 29

[hold_path]
hold_class = "in -> async"
==> flip-flops by register name (all words and copies together) (netlist names) <==
register / flops
Dp.rg2.out: 8
Dp.rg4.out: 8
Dp.rg3.out: 8
controller.next_state: 3
Dp.rg1.out: 8
controller.state: 3
Dp.counter.cnt: 2
==> metal layers <==
metal,GRT usage,part of all wire
met4,0.0190,0.015
met1,0.286,0.51
met2,0.216,0.42
met5,0,0
met3,0.0405,0.058
==> metrics by stage <==
| step | power [W] | utilization | instance area, sq um | cells |
|---|---|---|---|---|
| after CTS | 0.00162 | 0.595 | 2240 | 207 |
| after floorplan | 0.000847 | - | 1620 | 107 |
| after global placement | 0.000993 | 0.564 | 2130 | 199 |
| final | 0.00160 | 0.596 | 2250 | 207 |
| after global routing | 0.00169 | 0.596 | 2250 | 207 |
| after detailed placement | 0.000997 | 0.564 | 2130 | 199 |
==> area by class of cell <==
type,count,area (sq um)
Inverter,3,12.5
Clock inverter,1,30.0
Clock buffer,7,86.3
Tap cell,48,60.1
Timing Repair Buffer,47,465
Multi-Input combinational cell,61,619
Sequential cell,40,972
Fill cell,291,1530
==> synth_stat cells, drive strengths merged <==
| cell type | n | area [sq um] |
|---|---|---|
| nor2 | 2 | 7.51 |
| dlxtn | 3 | 45.0 |
| buf | 1 | 11.3 |
| a21oi | 1 | 5.00 |
| nand3b | 1 | 7.51 |
| mux2 | 34 | 383 |
| clkbuf | 2 | 7.51 |
| ha | 5 | 62.6 |
| nand2 | 3 | 11.3 |
| a22o | 4 | 35.0 |
| a221o | 1 | 10.0 |
| nor3b | 3 | 33.8 |
| o21bai | 1 | 7.51 |
| dfrtp | 37 | 926 |
| clkinv | 1 | 3.75 |
| o21a | 1 | 7.51 |
| inv | 2 | 7.51 |
| nor3 | 1 | 5.00 |
| o211ai | 3 | 37.5 |
| and3 | 1 | 6.26 |
==> timing repair <==
item,in CTS,in global routing
hold endpoints to repair,0,0
gates resized,0,1
setup endpoints to repair,0,1
==> how the worst min path moves through the flow <==
stage / startpoint / endpoint / cells past startpoint
CTS: reset / Dp.counter.cnt[1] / 2
finish: reset / Dp.counter.cnt[1] / 2
global route: reset / Dp.counter.cnt[0] / 2
==> power breakdown <==
part / leakage (nW) / switching [W] / internal (W) / total [W]
clock network: 0.0585 / 0.000234 / 0.000387 / 0.000621
registers: 0.473 / 0.0000266 / 0.000766 / 0.000792
logic: 0.449 / 0.0000432 / 0.000144 / 0.000187
total: 0.981 / 0.000304 / 0.00130 / 0.00160
==> logic make-up after synthesis <==
family | Yosys count | synth area share
mux | 34 | 0.236
simple gates | 11 | 0.0440
compound gates | 11 | 0.0633
buf+inv | 6 | 0.0185
latches | 3 | 0.0278
fa+ha+maj | 5 | 0.0386
flops | 37 | 0.571
==> worst reg2reg max path: cells and delay by family, from the launching register on <==
kind,cells,cell delay (ps)
flip-flops,1,450
multiplexers,1,410
adder cells (fa/ha/maj),1,300
AND-OR/OR-AND,1,550
Power is estimated from default activity; no workload was simulated.
